### design/flow/design.v
parameter divide_by=100000000;   
parameter NBITS_INSTR = 32;
parameter NBITS_TOP = 8, NREGS_TOP = 32, NBITS_LCD = 64;
module top(input  logic clk_2,
           input  logic [NBITS_TOP-1:0] SWI,
           output logic [NBITS_TOP-1:0] LED,
           output logic [NBITS_TOP-1:0] SEG,
           output logic [NBITS_LCD-1:0] lcd_a, lcd_b,
           output logic [NBITS_INSTR-1:0] lcd_instruction,
           output logic [NBITS_TOP-1:0] lcd_registrador [0:NREGS_TOP-1],
           output logic [NBITS_TOP-1:0] lcd_pc, lcd_SrcA, lcd_SrcB,
             lcd_ALUResult, lcd_Result, lcd_WriteData, lcd_ReadData, 
           output logic lcd_MemWrite, lcd_Branch, lcd_MemtoReg, lcd_RegWrite);
  always_comb begin
    lcd_WriteData <= SWI;
    lcd_pc <= 'h12;
    lcd_instruction <= 'h34567890;
    lcd_SrcA <= 'hab;
    lcd_SrcB <= 'hcd;
    lcd_ALUResult <= 'hef;
    lcd_Result <= 'h11;
    lcd_ReadData <= 'h33;
    lcd_MemWrite <= SWI[0];
    lcd_Branch <= SWI[1];
    lcd_MemtoReg <= SWI[2];
    lcd_RegWrite <= SWI[3];
    for(int i=0; i<NREGS_TOP; i++)
       if(i != NREGS_TOP/2-1) lcd_registrador[i] <= i+i*16;
       else                   lcd_registrador[i] <= ~SWI;
    lcd_a <= {56'h1234567890ABCD, SWI};
    lcd_b <= {SWI, 56'hFEDCBA09876543};
  end
parameter ALARME_ATIVADO = 'b1;
parameter ALARME_DESATIVADO = 'b0;
logic [1:0] porta;
logic [1:0] relogio;
logic [1:0] interruptor;
always_comb porta <= SWI[0];
always_comb relogio <= SWI[1];
always_comb interruptor <= SWI[2];
always_comb begin
  if ((porta == 1) & ((interruptor == 1) | (relogio == 0))) LED[1] <= ALARME_ATIVADO;
  else                                                      LED[1] <= ALARME_DESATIVADO;
end
logic [1:0] t1;
logic [1:0] t2;
always_comb t1 <= SWI[7];  
always_comb t2 <= SWI[6];  
always_comb LED[7] <= ((t1 == 0) & (t2 == 0));
always_comb LED[6] <= ((t1 == 1) & (t2 == 1));
always_comb SEG[7] <= ((t1 == 0) & (t2 == 1));
endmodule
### design/flow/run.sh
#!/bin/bash
# OpenROAD 26Q1-2900-gdf79404cd8, Yosys 0.63+post, stock flow scripts
make -C /OpenROAD-flow-scripts/flow DESIGN_CONFIG=/design/flow/config.mk WORK_HOME=/design/flow/orfs finish
### design/flow/config.mk
export PLATFORM = sky130hd
export DESIGN_NAME = top
export DESIGN_NICKNAME = top
export VERILOG_FILES = /design/flow/design.v
export SDC_FILE = /design/flow/constraint.sdc
export NUM_CORES = 4
export LEC_CHECK = 1
export CORE_AREA = 10 10 198 198
export DIE_AREA = 0 0 208 208
export SYNTH_HDL_FRONTEND = slang
### design/flow/constraint.sdc
current_design top

set clk_period 1.0
set clk_io_pct 0.2

create_clock -name clk0 -period $clk_period

set non_clock_inputs [all_inputs -no_clocks]
set_input_delay [expr $clk_period * $clk_io_pct] -clock clk0 $non_clock_inputs
set_output_delay [expr $clk_period * $clk_io_pct] -clock clk0 [all_outputs]
==> flow_summary.yaml <==
# physical design summary
route:
  ant_nets: 0
  n_antenna_cell: 0
  vias_per_cell: 1.47
  avgRoutedWirePerCell_um: 7.85
  drt_iter0_drc: 16
  vias: 1433
  route.detailed.drc: 0
  wirelength_um: 7660
  drt_pre_antenna_iters: 2
floorplan:
  die-height_um: 208
  die_x_um: 208
  dieArea_um2: 43300
  fp_util_pct: 10.5
  pin_count: 501
  row_count: 68
  coreArea_um2: 34700
global_routing:
  grt_max_degree: 7
  grtUsageTotal_pct: 2.76
  grt-ovfl-total: 0
  grt_pass1_vias: 1915
  antenna_found_initial: 0
  grt_pass1_wl_um: 10300
power_and_ir_drop:
  p_leak_nw: 1.83
  p_per_area_nw_per_um2: 116
  vdd_drop_max_v: 0.0000606
logic_synthesis:
  yosysSeqAreaShare_pct: 0
  synth_cells: 494
  yosys_warnings: 12
  top_area_cell: "buf_4"
  synth.distinct_cells: 7
  yosys_area_um2: 3660
  synth_top_area_share_pct: 98.5
  ys_cells: 494
  mappedNetlistArea_um2: 3660
  avgSynthCellArea_um2: 7.41
  area_leaders: "buf_4 (98%), inv_1 (0.72%), conb_1 (0.21%)"
sta:
  fin_crit_sh_pct: 96.6
  report.final.slew_viol_count: 0
  fin_crit_ns: 0.966
  fmax_ghz: 1.04
  rsz0062_at_grt: "false"
  setup_viol: 0
  holdWs_ns: 0.599
  setup_tns_ns: 0
  hold_viol_final: 0
placed_design:
  globalplace.congestion: 0.756
  hpwl_um: 7570
  dpl_cell_area_um2: 2850
  io_buffers: 48
  dp_cells: 974
critical_path:
  cp_slowest_cell: "clkdlybuf4s50_1"
  worst_path_dominant_cell_family: "buffers and inverters"
  required_ns: 0.80
  critPathBufInv: 2
  cp_max_fo: 5
  worstPathCellList: "buf_4, clkdlybuf4s50_1"
  worstSetupEndpointType: "primary output"
  worstSetupPathType: "input port to primary output"
  arrival_ns: 0.77
  critical_path.startpoint_type: "input port"
  slowest_delay_ns: 0.46
hold_path:
  hold_end: "lcd_b[57]"
  min_from: "SWI[1]"
  min_path_type: "input port to primary output"
  holdPathStages: 2
finish:
  flops: 0
  layout-drive-gt1-share_pct: 4.62
  seqCellArea_um2: 0
  fin_cells: 975
  layout_top_cell: "conb_1"
  final_cell_mix: "conb_1 (452), dlygate4sd2_1 (27), buf_6 (8)"
  area_delta_synth_final_pct: -22.6
  n_clock_buffer: 0
  fin_area_um2: 2830
flow_run:
  log.warning_count: 33
  maxCapViolCount: 0
clocking:
  hold_buffers: 0
status:
  status: "finished clean"
Yosys cell counts:
cell,n
a21oi_1,1
buf_4,480
conb_1,2
inv_1,7
inv_2,1
nor2_1,2
nor2_2,1
layout make-up:
class / instances / area [µm²]
multi-input combinational: 456 / 1720
timing repair buffer: 56 / 513
inverter: 8 / 32.5
tap: 455 / 569
fill: 4045 / 31900
power by group:
part           internal (W)  total (W)  switching (W)
Sequential                0          0              0
Clock                     0          0              0
Combinational      0.000142   0.000328       0.000187
metrics by stage:
stage	utilization (%)	setup WS, ns	total power, W
2_1_floorplan	-	0.501	0.00133
3_3_place_gp	8.20	-0.586	0.000429
3_5_place_dp	8.20	-0.573	0.000415
4_1_cts	8.13	0.000325	0.000382
5_1_grt	8.16	0.00312	0.000442
6_report	8.16	0.0341	0.000328
worst max-delay path by stage:
stage | cells after the start | endpoint | slack, ns | startpoint
4_1_cts | 5 | LED[1] | 0.0003 | SWI[2]
6_report | 2 | lcd_b[59] | 0.03 | SWI[3]
5_1_grt | 2 | lcd_RegWrite | 0.003 | SWI[3]
logic make-up after synthesis:
logic type / after synthesis / share of synthesized area [%]
AOI/OAI and AO/OA: 1 / 0.137
other: 2 / 0.205
and+or+nand+nor: 3 / 0.376
buffers and inverters: 488 / 99.3
routing by layer:
layer  up-vias  routed length [µm]  track usage (%)
met3        12                1050             1.57
li1        594                   -                -
met4         0                 104            0.324
met2       209                4540             5.92
met5         -                   0                0
met1       618                1960             1.98
timing repair:
| action | CTS | global route |
|---|---|---|
| endpoints found under the setup margin | 40 | 7 |
| resized | 78 | 8 |
| hold endpoints to repair | 0 | 0 |
| pin swaps | 1 | 0 |
| buffers inserted | 1 | 0 |
Power figures rest on the tool's default switching activity, not on a simulated workload.
